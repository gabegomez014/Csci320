`flow/design.v`:
```
module pc(input clock, input wire [31:0] in, output reg [31:0] counter);
initial begin
	counter = 32'h1000;
end
always @(posedge clock) begin
	counter = in;
end
endmodule
```
`flow/run.sh`:
```
#!/bin/bash
# OpenROAD 26Q1-2900-gdf79404cd8, Yosys 0.63+post, stock flow scripts
make -C /OpenROAD-flow-scripts/flow DESIGN_CONFIG=/design/flow/config.mk WORK_HOME=/design/flow/orfs finish
```
`flow/config.mk`:
```
export PLATFORM = sky130hd
export DESIGN_NAME = pc
export DESIGN_NICKNAME = pc
export VERILOG_FILES = /design/flow/design.v
export SDC_FILE = /design/flow/constraint.sdc
export NUM_CORES = 4
export LEC_CHECK = 1
export CORE_AREA = 10 10 80 80
export DIE_AREA = 0 0 90 90
```
`flow/constraint.sdc`:
```
current_design pc

set clk_period 1.0
set clk_io_pct 0.2

create_clock -name clk0 -period $clk_period [get_ports {clock}]

set non_clock_inputs [all_inputs -no_clocks]
set_input_delay [expr $clk_period * $clk_io_pct] -clock clk0 $non_clock_inputs
set_output_delay [expr $clk_period * $clk_io_pct] -clock clk0 [all_outputs]
```
==> impl_metrics.tcl <==
# yosys + openroad results
set metrics [dict create \
    fillers 473 \
    place.gp.congestion 0.6524 \
    dp_cells 163 \
    htree_levels 2 \
    final-hold-violation-count 0 \
    crit_start "counter[9]" \
    antenna_found_initial 0 \
    common_cells "dfxtp_1" \
    die_area_um2 8100 \
    area_growth_pct 119.9 \
    path_cells "clkdlybuf4s15_1" \
    drv_slew 0 \
    dp_hpwl_mm 1.741 \
    clk_pin_slew_ns 0.06 \
    edf_count 0 \
    clock_path_buffers 2 \
    top_cell_area_share 1.000 \
    fmax_mhz 1044 \
    maxCapViolCount 0 \
    stdcell_count 172 \
    seq_area_um2 654.4 \
    ios 65 \
    power.density_nw_per_um2 1803 \
    tns_ns 0 \
    area_leaders "dfxtp_1" \
    hp-start "in[2]" \
    critPathMaxFanout 1 \
    largest_register_ffs 32 \
    wl_per_cell_um 11.81 \
    xor_area_frac 0 \
    drt.antenna.violating_nets 0 \
    cp-start-kind "register" \
    flop_cell "dfxtp_1" \
    adder_share 0 \
    crit_slowest_cell "dfxtp_1" \
    rows 25 \
    portBuffers 64 \
    core_um2 4723 \
    drc 0 \
    cts.sinks 32 \
    synth_seq_share 1.000 \
    die_height_um 90 \
    ys_warn_count 1 \
    die_x_um 90 \
    cts_made_buffers 5 \
    grt-ovfl-total 0 \
    tool_warnings 25 \
    worst_pin_slew_ns 0.06497 \
    grt_max_degree 11 \
    netlist_area_um2 640.6 \
    grtUsageTotal 0.04839 \
    p_leak_nw 0.5868 \
    fin_util 0.2983 \
    status "complete, no violations" \
    setup_violations 0 \
    fin_area_um2 1409 \
    critPathCaptureType "primary output" \
    wl_mm 2.032 \
    slew_headroom 0.9567 \
    syn_inst 32 \
    rsz0062_at_grt "false" \
    synth-cells-yosys 32 \
    crit_buf_inv 1 \
    most_common_cell "dfxtp_1" \
    yosys_area_um2 640.6 \
    dr.pass1.iters 2 \
    hold_path_class "in -> reg" \
    drtIter0Drc 15 \
    synth_area_leader_cell "dfxtp_1" \
    cts_tree "yes" \
    place_area_um2 1365 \
    initCoreUtil 0.1356 \
    period_used_share 0.9583 \
    cpPeakStageDelay_ns 0.31 \
    fin_crit_ns 0.9583 \
    vdd_drop_max_uv 811.5 \
    logic_gates 0 \
    synth-seq-cells 32 \
    drive_above_1_share 0.3077 \
    synthArstFlopShare 0 \
    vias 489 \
    muxShareOfSynthArea 0 \
    cpLargestDelayFamily "flip-flops" \
    synthAoiAreaFrac 0 \
    cp.arrival_ns 0.76 \
    logic_area_um2 0 \
    grt_pass1_wl_mm 3.056 \
    clockRootBuffer "clkbuf_8" \
    path_class "reg -> out" \
    syn_area_per_cell_um2 20.02 \
    via_per_inst 2.843 \
    required_ns 0.80 \
    simple_gate_share 0 \
    grt_pass1_vias 539 \
    cts_setup_buffers 0 \
    cts_hold_buf 0 \
    synth_cell_types 1 \
]
[routing by layer]
layer,vias up,routed length (um),track usage
met5,-,0,0
met4,0,13,0.009284
met3,2,571,0.06957
met1,193,745,0.04352
li1,240,-,-
met2,54,702,0.06114
[layout make-up]
| class | instances | area share |
|---|---|---|
| sequential | 32 | 0.4645 |
| timing repair buffer | 64 | 0.4085 |
| tap | 67 | 0.05950 |
| clock buffer | 6 | 0.05861 |
| clock inverter | 2 | 0.007105 |
| antenna | 1 | 0.001776 |
[stage by stage]
stage / hold slack [ns] / total power, mW / setup WS (ns)
global route: 0.3384 / 2.662 / 0.0005136
global placement: 0.6511 / 1.631 / 0.03039
finish: 0.3544 / 2.540 / 0.04174
CTS: 0.3390 / 2.607 / 0.009800
detailed placement: 0.6516 / 1.633 / 0.03243
floorplan: 0.2277 / 1.370 / 0.5385
[cell usage in the layout, fill, tap and decap left out]
cell,count
clkdlybuf4s50_1,32
clkbuf_8,6
diode_2,1
clkbuf_2,13
dfxtp_1,21
dfxtp_2,11
clkdlybuf4s15_1,19
clkinv_2,2
[cell families after synthesis]
kind of cell  count (synthesis)
flops                        32
[path summary, 6_finish.rpt]
check	slack (ns)	cells after the start	endpoint
worst max-delay path	0.04	1	counter[9]
worst min-delay path	0.35	1	counter[2]
[power by group]
group	total, mW	internal, mW	switching [mW]
combinational	0.195	0.169	0.0257
sequential	1.36	1.35	0.0157
clock	0.981	0.548	0.433
total	2.54	2.06	0.475
[what timing repair did]
item,4_1_cts,5_1_grt
pin swaps,0,0
gates resized,66,22
endpoints found under the setup margin,32,17
Power and IR drop assume default switching activity.
