## design/flow/run.sh

```bash
#!/bin/bash
# OpenROAD 26Q1-2900-gdf79404cd8, Yosys 0.63+post, stock flow scripts
make -C /OpenROAD-flow-scripts/flow DESIGN_CONFIG=/design/flow/config.mk WORK_HOME=/design/flow/orfs finish
```

## design/flow/config.mk

```make
export PLATFORM = sky130hd
export DESIGN_NAME = add4
export DESIGN_NICKNAME = add4
export VERILOG_FILES = /design/flow/design.v
export SDC_FILE = /design/flow/constraint.sdc
export NUM_CORES = 4
export LEC_CHECK = 1
export CORE_AREA = 10 10 70 70
export DIE_AREA = 0 0 80 80
```

## design/flow/constraint.sdc

```tcl
current_design add4

set clk_period 5.5
set clk_io_pct 0.2

create_clock -name clk0 -period $clk_period

set non_clock_inputs [all_inputs -no_clocks]
set_input_delay [expr $clk_period * $clk_io_pct] -clock clk0 $non_clock_inputs
set_output_delay [expr $clk_period * $clk_io_pct] -clock clk0 [all_outputs]
```

## design/flow/design.v

```verilog
module add4(cur, counted);
input [31:0] cur;
output [31:0] counted;
wire [31:0] cur;
reg [31:0] counted;
always @(*) begin
	counted = cur + 4;
end
endmodule
```

==> GITHUB_STEP_SUMMARY <==
## Synthesis and layout report

| Metric | Value |
|---|---|
| Status | `finished, final reports clean` |
| Fin Setup TNS | `0 ps` |
| Crit path cell chain | `clkdlybuf4s50_1 > ha_1 > nand3_1 > nor4_4 > nand4_1 > xnor2_1 > clkdlybuf4s50_1` |
| Total gr overflow | `0` |
| Tmin final | `~4400 ps` |
| Seq_cells | `0` |
| Most numerous logic cells after layout | `clkdlybuf4s50_1 (60), xnor2_1 (21), nand3_1 (10), nand2_1 (10), nand4_1 (9)` |
| Switching share of total power | `a little under a third` |
| Pre-CTS setup slack | `~1000 ps` |
| Yosys cell count | `~83` |
| FP Util | `17.0%` |
| Die area | `around 6400 um^2` |
| First-pass GRT wire length | `~3800 um` |
| Internal power | `0.0482 mW` |
| WL/cell | `12.0 um` |
| Fin. max-slew vios | `0` |
| P&R area growth vs syn | `111%` |
| CTS Hold Bufs | `0` |
| Setup bufs post-CTS | `0` |
| RePlAce Congestion | `0.718` |
| Drt first pass iters | `3` |
| Slowest cell on the critical path | `clkdlybuf4s50_1` |
| PortBufs | `about 60` |
| Post-synthesis sequential area ratio | `0%` |
| Synthesized area per cell | `6.99 um^2` |
| Gr usage total | `under 10%` |
| CP max stage delay | `around 520 ps` |
| Count of cell types in the netlist | `18` |
| Residual DRC | `0` |
| DIE WIDTH | `80 um` |
| Cell mode on critical path | `clkdlybuf4s50_1` |
| GR peak layer | `met2` |
| Number of global-route vias before repair | `856` |
| Vias | `781` |
| Core area | `3420 um^2` |
| P_sw | `0.0208 mW` |
| Fmax | `0.227 GHz` |
| Antenna violations before repair | `0` |
| Largest net degree at the start of global routing | `9` |
| Inserted Diodes | `0` |
| GRT met2 Usage | `12.4%` |
| Final HPWL DP | `2020 um` |
| Clock Power Share | `0%` |
| Die height | `80 um` |
| Crit. End Element | `output pin` |
| Chip area estimate from yosys synthesis | `581 um^2` |
| Combinational group share of total power | `100.0%` |
| Netlist Area Pre-Place | `581 um^2` |
| Share of layout cells above drive strength 1 | `between 4 and 5%` |
| Kind of critical path | `in2out` |
| Flop area | `0 um^2` |
| Post-CTS sizing | `0` |
| Rel. slew slack | `66.3%` |
| IO Pins | `64` |
| Power Density | `56.4 nW/um^2` |
| DR iter-0 viols | `11` |
| Clock buf count | `0` |
| Worst EP arrival | `3310 ps` |
| YS warnings | `1` |
| VDD IR max | `25.5 uV` |
| GR Util met1 | `~7.8%` |
| Final setup viols | `0` |
| Cell count after synthesis | `83` |
| Power Total | `0.0691 mW` |
| Max Cap Violations | `0` |
| Fin crit share | `between 80 and 90%` |
| Row count | `21` |
| Total Wirelength | `2250 um` |
| Hold Path Class | `in2out` |
| Antenna violation net count after detailed routing | `0` |
| Dominant logic cell type in the layout | `clkdlybuf4s50_1` |
| RSZ-0062 raised after global routing | `false` |
| Via-to-Cell Ratio | `4.18` |
| Final Hold Viols | `0` |
| Worst Path Required | `4400 ps` |
| Crit path max fanout | `8` |
| Tool warnings | `32` |
| Final WS setup | `approximately 1100 ps` |
| Reg power frac | `0%` |
| Met3 usage | `3.07%` |
| Worst-Margin Slew | `502 ps` |
| Crit path launch type | `input port` |
| Pleak | `0.423 nW` |
area by class of cell:
cell class	count	area, um^2
timing repair buffer	60	601
multi-input combinational	79	558
inverter	2	7.51
fill	351	2190
tap	46	57.6
power by group through the flow:
stage | Clock [mW] | Combinational, mW | Sequential (mW)
CTS | 0 | 0.0707 | 0
global route | 0 | 0.0762 | 0
finish | 0 | 0.0691 | 0
kinds of logic after synthesis:
| logic type | count (synthesis) | share of synthesized area [%] |
|---|---|---|
| and+or+nand+nor | 50 | 51.7 |
| xor gates and xnor gates | 28 | 42.2 |
| buffers and inverters | 4 | 3.88 |
| adders and majority gates | 1 | 2.15 |
critical path: cells and delay by family:
family | cells | cell delay [ps]
xor gates and xnor gates | 1 | 170
buffers and inverters | 2 | 1000
adders and majority gates | 1 | 200
and+or+nand+nor | 3 | 840
path summary, 6_finish.rpt:
path | start | end | cells past startpoint
max | cur[2] | counted[28] | 7
min | cur[0] | counted[0] | 0
cells in the mapped netlist (2+ instances only):
| cell type | instances | area (um^2) |
|---|---|---|
| nand2_1 | 10 | 37.5 |
| nor2_1 | 7 | 26.3 |
| nand4_1 | 9 | 56.3 |
| and3_1 | 2 | 12.5 |
| inv_1 | 2 | 7.51 |
| nor3_1 | 3 | 15.0 |
| xor2_1 | 7 | 61.3 |
| buf_4 | 2 | 15.0 |
| xnor2_1 | 21 | 184 |
| nand3_1 | 10 | 50.1 |
| nor4_4 | 2 | 42.5 |
| or2_2 | 2 | 12.5 |
routing by layer:
metal  wire length, um  part of all wire (%)
met2              1050                    47
met3               307                    14
met5                 0                     0
met4                 0                     0
met1               888                    40
stage by stage:
stage	instances	cell area [um^2]	hold slack [ps]	util, %
final	187	1220	2200	35.8
after global routing	187	1220	2200	35.8
after CTS	187	1220	2200	35.8
after detailed placement	187	1220	2200	35.8
after global placement	187	1220	2200	35.8
after floorplan	83	581	2210	-
Power and IR drop assume default switching activity.
